==> design.v <==
`timescale 1ns / 1ps
module cache(
		data_in_from_pro,
		data_in_from_mem,
		data_out_to_pro,
		data_out_to_mem,
		addr_in,
		addr_out,
		hit,
		memory_write_en,
		clk_100,
		cache_read
    );
input wire [15:0] data_in_from_pro;
input wire cache_read;
input wire [15:0] data_in_from_mem;
output reg [15:0] data_out_to_pro;
output reg [15:0] data_out_to_mem;
input wire [15:0] addr_in;
reg [15:0] addr_in_reg;
output reg [15:0] addr_out;
output reg hit;
input wire memory_write_en;
input wire clk_100;
reg [63:0] cache_memory [63:0];
reg [7:0] tag [63:0];
reg [2:0] counter;
reg [2:0] counter_mem;
initial begin
	hit= 0;
	tag[1] = 8'b11110000;
	cache_memory[0] = 64'hffff_ffff_fff0_ffff;
	counter = 0;
	counter_mem = 0;
end 
always@(posedge clk_100) begin
	addr_in_reg <= addr_in;
	if(cache_read == 1)begin
		if(tag[addr_in_reg[7:2]] == addr_in_reg[15:8]) begin
			if(addr_in_reg[1:0] == 0) begin
				data_out_to_pro <= cache_memory[addr_in_reg[7:2]][15:0];
			end
			else if(addr_in_reg[1:0] == 1) begin
				data_out_to_pro <= cache_memory[addr_in_reg[7:2]][31:16];
			end
			else if(addr_in_reg[1:0] == 2) begin
				data_out_to_pro <= cache_memory[addr_in_reg[7:2]][47:32];
			end
			else if(addr_in_reg[1:0] == 3) begin
				data_out_to_pro <= cache_memory[addr_in_reg[7:2]][63:48];
			end
			hit <= 1;
		end
		else begin
			hit <= 0;
			if(counter == 0) begin
				addr_out <= {addr_in[15:2],2'b00};
				if(counter_mem != 4) begin
					counter_mem <= counter_mem + 1;
				end
				else begin
					cache_memory[addr_in_reg[7:2]][15:0] <= data_in_from_mem;
					counter_mem <= 0;
					counter <= 1;
				end
			end
			else if(counter == 1) begin
				addr_out <= {addr_in[15:2],2'b01};
				if(counter_mem != 4) begin
					counter_mem <= counter_mem + 1;
				end
				else begin
					cache_memory[addr_in_reg[7:2]][31:16] <= data_in_from_mem;
					counter_mem <= 0;
					counter <= 2;
				end
			end
			else if(counter == 2) begin
				addr_out <= {addr_in[15:2],2'b10};
				if(counter_mem != 4) begin
					counter_mem <= counter_mem + 1;
				end
				else begin
					cache_memory[addr_in_reg[7:2]][47:32] <= data_in_from_mem;
					counter_mem <= 0;
					counter <= 3;
				end
			end
			else if(counter == 3) begin
				addr_out <= {addr_in[15:2],2'b11};
				if(counter_mem != 4) begin
					counter_mem <= counter_mem + 1;
				end
				else begin
					cache_memory[addr_in_reg[7:2]][63:48] <= data_in_from_mem;
					counter_mem <= 0;
					counter <= 4;
				end
			end
			else if(counter == 4) begin
				counter <= 0;
				tag[addr_in_reg[7:2]] <= addr_in_reg[15:8];
			end
		end
	end
	else if(memory_write_en==1) begin
		data_out_to_mem   <= data_in_from_pro;
		addr_out 			<= addr_in;
	end
end
endmodule
==> run.sh <==
#!/bin/bash
# OpenROAD 26Q1-2900-gdf79404cd8, Yosys 0.63+post, stock flow scripts
make -C /OpenROAD-flow-scripts/flow DESIGN_CONFIG=/design/flow/config.mk WORK_HOME=/design/flow/orfs finish
==> config.mk <==
export PLATFORM = sky130hd
export DESIGN_NAME = cache
export DESIGN_NICKNAME = cache
export VERILOG_FILES = /design/flow/design.v
export SDC_FILE = /design/flow/constraint.sdc
export NUM_CORES = 4
export LEC_CHECK = 1
export CORE_UTILIZATION = 40
export SYNTH_MEMORY_MAX_BITS = 65536
==> constraint.sdc <==
current_design cache

set clk_period 105.0
set clk_io_pct 0.2

create_clock -name clk0 -period $clk_period [get_ports {clk_100}]

set non_clock_inputs [all_inputs -no_clocks]
set_input_delay [expr $clk_period * $clk_io_pct] -clock clk0 $non_clock_inputs
set_output_delay [expr $clk_period * $clk_io_pct] -clock clk0 [all_outputs]
==> results.txt <==
The layout was made with Yosys and OpenROAD.

The final period utilization is 0.234. Pins over their slew limit in the final report were tallied at 0. The number of top-level design ports is 100.

The number of clock buffers added by TritonCTS is 455. The netlist uses about 77 different library cells. Counting instances, the worst hold path has a depth of 0. STA lists the startpoint of the worst register-to-register path as addr_in_reg[4]$_DFF_P_. The count of buffers added on input and output ports is between 90 and 100.

The number of hold violations in the final report is 0. The class of the tightest hold or removal check is flip-flop to flip-flop. The worst setup skew after layout is 0.121 ns. In this run, synthesis inferred 4,663 flip-flops with an integrated enable. Looking at the hold checks, the worst path lands on tag[8][7]$_DFFE_PP_.

The floorplan step records an initial core utilization of 0.402. Per the summary, power density relative to cell area is 19.7 mW/mm2. Per the CTS log, the maximum H-tree level is 5. In the layout the commonest cells are sky130_fd_sc_hd__edfxtp_1 (4,663), sky130_fd_sc_hd__a22oi_1 (972), sky130_fd_sc_hd__buf_4 (487).

The reg-to-reg setup timing slack is 96.20 ns. After floorplanning, the core was sized to cover approximately 0.44 mm2. The last timing report of the flow puts the setup violation total at 0. The post-CTS setup-driven buffer insertion count is 0. The worst setup path is launched from a primary input. The number of warning messages in the logs is 29.

The number of global-route vias before repair is ~110k. The worst slew margin relative to its limit is 0.0723.

The number of instances in the synthesized netlist is 9,929. The CTS tree is yes. The cell that appears most often on the critical path is sky130_fd_sc_hd__buf_4. The area growth from synthesis to layout is 14.9%. In this run the critical register-to-register path is captured at cache_memory[19][51]$_DFFE_PP_. The post-cts gate resize count is 0. Entering global routing, the biggest net connects around 92 pins. The prevailing post-synth register cell is sky130_fd_sc_hd__edfxtp_1. The shortest clock period the worst path allows after layout is ~25 ns. The number of sinks handled by clock tree synthesis is between 4,000 and 5,000. The iteration count recorded for the first detailed-route pass is 6. The top fanout value on the critical path is 37. The total buffers and inverters traversed by the critical path is 4. In this run the maximum-capacitance check reported violations numbering 0. In the routed design, unresolved DRC markers number 0. The required time of the critical path is 105.60 ns. For this run the aggregate overflow at the end of global routing stands at 0. Setup repair after global routing left no endpoint under its margin. The analysis reports a worst IR drop on VDD of about 0.014 mV. The top cell family by delay on the critical path is buffers and inverters. The layout summary lists the proportion of cells stronger than drive strength 1 as 0.169. Detailed placement finished with a half-perimeter wire length of 436,000 um. The number of design-rule violations left by the first detailed-router iteration is 9,973. The reported leakage power is slightly above 60 nW. The initial antenna violation count is between 100 and 150. The final worst slack is 80.47 ns. The average via count per standard cell is 6.41. The most common logic cell in the final layout is sky130_fd_sc_hd__edfxtp_1. The worst setup path is captured at a flip-flop.

The flip-flop count of the largest register, all copies and words added is 4,096. The source-to-sink clock delay at the later pin of the worst-skew pair is about 1.1 ns. The slew of the pin with the lowest slew margin is 1.38 ns. The cell with the biggest individual delay on the critical path is sky130_fd_sc_hd__a21oi_2. The total cell area reported by yosys after synthesis is approximately 0.18 mm2.

The combined area of all synthesized cells is approximately 0.18 mm2. Data on the critical path arrives at its endpoint at 25.13 ns. Summed over all routing layers, the global router reports a total usage of 0.337. Buffers inserted to repair hold after CTS numbered 0. The first global-routing pass estimated 926,000 um of wire. At the end of routability-driven placement, the weighted congestion stood at 1.03. Counting flops and latches in the post-synthesis netlist gives 4,679.

Of the synthesized area, sequential elements account for 0.797. The critical setup path kind is primary input to flip-flop. Measured along the y axis, the die boundary spans 665 um.

The number of cells on the worst reg-to-reg path is 16. Based on the critical path, the design can be clocked at up to 0.0408 GHz. A synthesized cell averages 17.7 um2. The area of the die is 0.443 mm2.

The yosys warning tally is 1. The CTS clock-pin slew for the worst setup and hold paths is ~0.060 ns. STA on the placed design reports a worst setup slack of between 70 and 80 ns.

The average wire length per cell after detail routing is 41.3 um. Walking the worst path, the cells encountered are clkdlybuf4s50_1 -> buf_4 -> nor2b_1 -> nand3_1 -> nor2_4 -> buf_4 -> buf_4 -> nand2_1 -> a21oi_2. Adding up every negative setup slack in the final design gives 0 ns. The final antenna-violating net count is 0. Among all stages on the critical path, the maximum delay recorded is between 0.8 and 0.9 ns. Yosys reported that registers with async set or reset make up 0.

After synthesis, the design contains 9,929 cells according to Yosys. In this run the core area contains 243 standard-cell rows. The clock passes through at most 4 buffers. Per the OpenROAD floorplan log, the width of the die is 665 um. The flow ran to the end, and the final reports show no timing, DRC or antenna violations.

The worst hold path begins at addr_in_reg[15]$_DFF_P_. The root buffer cell is sky130_fd_sc_hd__clkbuf_16. The routed wire length is 688,000 um.

Per the detail_route report, the via count comes to 106,771.
==> synth_stat cells (37+ instances only) <==
master / number / share of area
sky130_fd_sc_hd__mux4_2: 37 / 0.0047
sky130_fd_sc_hd__clkbuf_1: 244 / 0.0052
sky130_fd_sc_hd__o22ai_1: 91 / 0.0032
sky130_fd_sc_hd__a21oi_1: 532 / 0.015
sky130_fd_sc_hd__edfxtp_1: 4663 / 0.80
sky130_fd_sc_hd__nand4_1: 81 / 0.0029
sky130_fd_sc_hd__mux2i_1: 349 / 0.020
sky130_fd_sc_hd__o21ai_0: 163 / 0.0046
sky130_fd_sc_hd__a221oi_1: 440 / 0.022
sky130_fd_sc_hd__mux2_2: 155 / 0.0099
sky130_fd_sc_hd__nor2_1: 187 / 0.0040
sky130_fd_sc_hd__nand3_1: 46 / 0.0013
sky130_fd_sc_hd__a31oi_1: 222 / 0.0079
sky130_fd_sc_hd__buf_4: 63 / 0.0027
sky130_fd_sc_hd__buf_1: 87 / 0.0019
sky130_fd_sc_hd__a22o_1: 252 / 0.013
sky130_fd_sc_hd__a22oi_1: 972 / 0.041
sky130_fd_sc_hd__nand2_1: 470 / 0.010
sky130_fd_sc_hd__a221o_1: 69 / 0.0039
sky130_fd_sc_hd__buf_2: 338 / 0.0096
sky130_fd_sc_hd__nor4_1: 37 / 0.0013
==> worst max path at each step <==
stage / to / slack, ns / start / cells after the start
finish: cache_memory[38][45]$_DFFE_PP_ / 80.47 / cache_read / 9
global route: cache_memory[22][32]$_DFFE_PP_ / 80.43 / cache_read / 9
CTS: cache_memory[38][45]$_DFFE_PP_ / 80.74 / cache_read / 9
==> power breakdown <==
group          internal [W]  total (W)  switching (W)
registers           0.00205    0.00206     0.00000319
clock network      0.000960    0.00168       0.000725
logic             0.0000519   0.000245       0.000193
total               0.00307    0.00399       0.000922
==> metrics by stage <==
step | hold slack, ns | util | area (um2) | std cells | power [W]
2_1_floorplan | 0.556 | - | 176000 | 9929 | 0.00218
3_3_place_gp | 0.479 | 0.426 | 187000 | 15681 | 0.00233
3_5_place_dp | 0.471 | 0.426 | 187000 | 15681 | 0.00233
4_1_cts | 0.488 | 0.461 | 202000 | 16532 | 0.00399
5_1_grt | 0.496 | 0.461 | 202000 | 16606 | 0.00406
6_report | 0.486 | 0.462 | 202000 | 16644 | 0.00399
==> final cells by class <==
type                    instances  area (um2)
clock buffers                 529       11700
fillers                     35872      236000
inverters                      12        52.6
flip-flops and latches       4679      140000
multi-input cells            4505       33800
well taps                    5880        7360
clock inverters               322        3560
diodes                        112         280
repair buffers                605        5090
==> kinds of logic after synthesis <==
kind of cell    Yosys count  synth area share
fa+ha+maj                 2          0.000142
xor+xnor                  8          0.000398
buf+inv                 745            0.0197
simple gates            962            0.0251
flops                  4679             0.797
compound gates         2992             0.123
mux                     541            0.0345
==> layer usage <==
metal	GRT usage	vias to the layer above	routed length, um
li1	-	42267	-
met2	0.439	10312	290000
met4	0.185	172	48000
met5	0.153	-	7130
met1	0.331	52139	190000
met3	0.326	1881	153000
Power and IR drop assume default switching activity.
