File: ./design.v
`timescale 1ns / 1ps
module clock_divider
	(
			clk_100,
			clk_s
    );
parameter 	num_clk = 5208;
input 		clk_100;
output reg 	clk_s;
reg[16:0] counter;
initial begin
	counter 			<=		0;
	clk_s 			<= 	0;
end
always @(posedge clk_100) begin
		counter 	<= 	counter + 1;
		if(counter == num_clk - 1) begin
			clk_s 	<= 	~clk_s;     
			counter 	<=		0;
		end
end
endmodule
`timescale 1ns / 1ps
module rx(
		clk,
		rx,
		data_out,
		ready,
		led_rx,
		clr
    );
parameter num_clk = 5208;
input 				clk,rx,clr;
output reg [7:0] 	data_out;
output reg 			ready;
output reg 			led_rx;
reg [2:0] 			state;
reg [15:0] 			counter;
reg [5:0] 			num_bits;
reg [7:0] 			buffer;
initial begin 
	ready			<=		0;
	data_out 	<= 	0;
	buffer 		<= 	0;
	state 		<= 	0;
	num_bits 	<= 	0;
	counter 		<= 	0;
	led_rx 		<= 	0;
end
always@(posedge clk) begin
	if(clr) begin
		data_out 	<= 	0;
		buffer 		<= 	0;
		ready 		<= 	0;
	end
	if(state == 2'b00) begin
		if(rx == 0) begin
			counter 	<= 	0;
			state 	<= 	2'b01;
		end
	end
	else if(state == 2'b01) begin
		if(counter == num_clk) begin
			if(rx == 0) begin
				state 	<= 	2'b10;
				counter 	<= 	0;
				buffer 	<= 	0;
				ready 	<= 	0;
				num_bits <= 	0;
				led_rx		<=		1;
			end
		end
		else begin
			counter 		<= 	counter +1 ;
		end
	end
	else if(state == 2'b10) begin
		if(counter == num_clk*2 ) begin
			buffer[num_bits] 	<= 	rx;
			num_bits 			<= 	num_bits + 1;
			counter 				<= 	0;
			if(num_bits == 8) begin
				state 			<= 	2'b11;
				counter 			<=    0;
			end
		end
		else begin
			counter 				<= 	counter +1 ;
		end
	end
	else if(state == 2'b11) begin
		if(counter == num_clk*2) begin
			if(rx == 1) begin
				data_out 	<= 	buffer;
				counter 		<= counter + 1;	
			end
			else begin
				buffer 		<= 	0;
				led_rx		<= 	0;
			end
		end
		if(counter == num_clk*2+ 1) begin
				state 		<= 	2'b00;
				ready 		<= 	1;
				buffer 		<= 	0;
				led_rx		<=		0;
		end
		else begin
			counter <= counter +1 ;
		end
	end
end
endmodule
`timescale 1ns / 1ps
module tx(
			clk_s,
			send,
			busy,
			data_in,
			tx,
			led_tx
    );
input 		clk_s,send;
input [7:0] data_in;
output reg 	busy,tx,led_tx;
reg [6:0] 	counter;
reg [2:0] 	state;
reg [15:0] 	bit_per_clk;
initial begin
	counter 		<= 	0;
	state 		<= 	2'b00;
	tx  			<= 	1;   
	busy 			<= 	0;
	bit_per_clk <=		0;
	led_tx  		<=    0;
end
always@(posedge clk_s) begin
	if(state == 2'b00) begin 
		if(send && ~busy) begin
			counter 		<= 	0;
			state 		<= 	2'b01;
		end
	end
	else if(state == 2'b01) begin
		tx 			<= 		0;
		busy 			<= 		1;
		led_tx		<=			1;
		state 		<= 		2'b10;
	end
	else if(state == 2'b10) begin
		if(counter < 8) begin
			tx			<= 	data_in[counter];   
			counter 	<= 	counter + 1;
		end
		else begin
			tx 		<= 	1;
			state 	<= 	2'b11;
		end
	end
	else if(state == 2'b11) begin
		state 		<= 	2'b00;
		tx 			<= 	1;
		busy 			<= 	0;
		led_tx		<=		0;
		counter 		<= 	0;
	end
end
endmodule
`timescale 1ns / 1ps
module uart(
				clk_100,
				tx,
				rx,
				led_rx,
				led_tx,
				data_in,
				data_out,
				send,
				busy,
				clr,
				ready
				);
parameter baud_num=521;
input clk_100,rx,send,clr;
input [7:0] data_in;
output led_rx,led_tx,tx,busy,ready; 
output [7:0] data_out;
wire clk_s;					
clock_divider #(.num_clk(baud_num)) cds(.clk_100(clk_100),
						.clk_s(clk_s)
						);
tx trans(.clk_s(clk_s),
			.send(send),
			.busy(busy),
			.data_in(data_in),
			.tx(tx),
			.led_tx(led_tx)
			);
rx #(.num_clk(baud_num)) recive(.clk(clk_100),
				.rx(rx),
				.data_out(data_out),
				.ready(ready),
				.led_rx(led_rx),
				.clr(clr)
				);
endmodule
File: ./run.sh
#!/bin/bash
# OpenROAD 26Q1-2900-gdf79404cd8, Yosys 0.63+post, stock flow scripts
make -C /OpenROAD-flow-scripts/flow DESIGN_CONFIG=/design/flow/config.mk WORK_HOME=/design/flow/orfs finish
File: ./config.mk
export PLATFORM = sky130hd
export DESIGN_NAME = uart
export DESIGN_NICKNAME = uart
export VERILOG_FILES = /design/flow/design.v
export SDC_FILE = /design/flow/constraint.sdc
export NUM_CORES = 4
export LEC_CHECK = 1
export CORE_UTILIZATION = 40
File: ./constraint.sdc
current_design uart

set clk_period 5.3
set clk_io_pct 0.2

create_clock -name clk0 -period $clk_period [get_ports {clk_100}]

set non_clock_inputs [all_inputs -no_clocks]
set_input_delay [expr $clk_period * $clk_io_pct] -clock clk0 $non_clock_inputs
set_output_delay [expr $clk_period * $clk_io_pct] -clock clk0 [all_outputs]
==> CHANGELOG.md <==
### Metrics

- Area leader share: 27.53%
- I/O Pins: 25
- Post CTS Setup Buffer Count: 0
- Initial antenna violation count: 0
- AO/OA Area Share: 11.75%
- Cell Area, Synth: 4035 sq um
- Worst EP arrival: 2.97 ns
- Actual slew at the worst max-slew pin: 0.9077 ns
- Rel. slew slack: 39.26%
- DRC Markers: 0
- Max incr delay on CP: 0.50 ns
- Maximum root-to-sink buffer count: 2
- Core area: 9774 sq um
- Clock Latency Late Sink: 0.34 ns
- Met3 Resource Use GR: 3.408%
- HP Start: recive.buffer[5]
- GPL Wtd Cong: 0.8732
- Yosys cell count: 428
- Final Cycle Share: 54.13%
- M2 GR Usage: 24.41%
- Synth logic family: simple AND/OR/NAND/NOR gates
- Crit path cell chain: nor4_2 -> nand4_2 -> nor3_1 -> or2_1 -> o21ai_0 -> a21o_1
- Yosys chip area: 4035 sq um
- Post-CTS Hold Fix Bufs: 0
- Yosys Warn Count: 3
- Top cells, area: edfxtp_1, dfxtp_1, ha_1
- Endpoints left unconstrained: 25
- Fmax: 348.5 MHz
- Final setup violation count: 0
- Setup TNS: 0 ns
- PwrDens: 195.7 nW/um^2
- CTS H-Tree Depth: 3
- Starting DRC count in detailed routing: 102
- Yosys xor share: 5.426%
- Critical path class: reg -> reg
- Crit path DRT: 5.40 ns
- Worst VDD drop: 116.0 uV
- Flop area: 1792 sq um
- Yosys top cell by area: edfxtp_1
- Post-synth ARST share: 0%
- Status: finished, final reports clean
- Resize count post-CTS: 0
- Drt total wl: 7651 um
- Seq/Total Area, Yosys: 44.40%
- Clock Tree Root: clkbuf_8
- Layout Skew: 0.01561 ns
- Placed cell area: 4380 sq um
- Grt total ovfl: 0
- Synth top cell by count: nand2_1
- Flop-to-flop setup slack: 2.43 ns
- Die Span Y: 102.4 um
- Comb gate area: 2088 sq um
- Die extent in x: 102.4 um
- R2r startpoint: recive.counter[2]
- Register pins left without a clock: 11
- Dpl hpwl: 5417 um
- GRT busiest layer: met1
- CP max stage cell: nor4_2
- Vias in the first global route: 2851
- MUX area fraction: 1.891%
- RSZ-0062 raised after global routing: no
- Port bufs: 24
- Crit path max-delay family: simple AND/OR/NAND/NOR gates
- Design Area, Final: 4541 sq um
- Ant. Diodes: 0
- Clock slew at reported path FFs: 0.06 ns
- CP max FO: 15
- CTS tree: built
- Worst Setup SP: recive.counter[2]
- Synth Area in Simple Gates: 26.79%
- Final antenna-violating net count: 0
- Chip Area: 10490 sq um
- Fa+ha+maj area frac: 5.891%
- Max-cap violation count: 0
- Commonest cells in the synthesized netlist: nand2_1, edfxtp_1, dfxtp_1
- Crit path buffers/inverters: 0
- Synth flops: 71
- CTS Buf Count: 9
- First-pass GRT wire length: 13290 um
- GRT met1 Usage: 26.09%
- Tool warning count: 38
- Dominant flop cell: edfxtp_1
- Leak Pwr: 1.661 nW
- Post-synth EDFFs: 37
- Class of the worst hold path: reg -> reg
- Layout cell share with drive strength beyond 1: 5.727%
- GRT Total Usage: 16.34%
- Yosys cell types: 59
- Detailed-route via count: 3069
- Avg Synthesized Cell Area: 9.428 sq um
- Syn Inst Count: 428
- Init Core Util: 41.28%
- Number of vias per cell: 5.228
- # rows: 36
- Crit. End Element: flop
- Fillers: 958
- Min Tclk post-route: 2.869 ns
- Final Hold Viols: 0
- WL/cell: 13.03 um
- Drt pass-1 iters: 4
- P&R area growth vs syn: 12.53%
- Max Transition Viols Final: 0
- Largest net degree at the start of global routing: 17
- Crit path launch type: flop
==> logic make-up after synthesis <==
group / count (synthesis)
buf+inv: 37
flops: 71
simple gates: 195
compound gates: 76
xor+xnor: 25
fa+ha+maj: 19
mux: 5
==> placed cells by master, fill, tap and decap left out, types with 5 or more instances in the layout <==
cell / instances
a21o_1: 6
a21oi_1: 15
a31oi_1: 6
and2_1: 8
and3_1: 7
clkbuf_8: 10
clkdlybuf4s50_1: 24
dfxtp_1: 34
edfxtp_1: 37
ha_1: 19
inv_1: 23
nand2_1: 43
nand2b_1: 9
nand3_1: 24
nand4_1: 7
nor2_1: 31
nor2b_1: 13
nor3_1: 13
nor3b_1: 5
nor4_1: 5
o21ai_0: 13
o21ai_1: 15
or3_1: 9
xnor2_1: 18
xor2_1: 7
==> path summary, 6_finish.rpt <==
check                            end  cells after the start
setup / recovery   recive.counter[8]                      6
setup reg to reg   recive.counter[8]                      6
hold reg to reg   recive.data_out[5]                      2
hold / removal    recive.data_out[5]                      2
==> sequential cells by signal (all words and copies together), names as in the netlist <==
| register | cells |
|---|---|
| recive.num_bits | 6 |
| trans.led_tx | 1 |
| trans.tx | 1 |
| cds.counter | 17 |
| recive.ready | 1 |
| recive.state | 2 |
| recive.led_rx | 1 |
| cds.clk_s | 1 |
| recive.data_out | 8 |
| recive.buffer | 8 |
| recive.counter | 16 |
| trans.state | 2 |
| trans.counter | 7 |
==> layer usage <==
| metal | part of all wire, % | vias to the layer above |
|---|---|---|
| met5 | 0 | - |
| met4 | 0.94 | 0 |
| met3 | 2.8 | 7 |
| met2 | 45 | 36 |
| met1 | 51 | 1447 |
| li1 | - | 1579 |
==> final cells by class <==
type                            instances  share of cell area, %
Multi-Input combinational cell        320                  45.99
Sequential cell                        71                  39.46
Timing Repair Buffer                   25                  5.456
Tap cell                              133                  3.665
Clock buffer                           12                  3.196
Inverter                               23                  1.901
Clock inverter                          3                 0.3307
==> report_power, final <==
part	switching [mW]	total (mW)	leakage [nW]	internal (mW)
registers	0.0109	0.500	0.641	0.490
clock network	0.170	0.348	0.0860	0.177
logic	0.0197	0.0406	0.934	0.0208
total	0.201	0.889	1.66	0.688
==> metrics by stage <==
step / utilization, % / cells / worst slack (ns) / total power, mW / hold WS, ns
after floorplan: - / 428 / 2.475 / 0.5337 / 0.4173
after CTS: 46.45 / 587 / 2.471 / 0.9024 / 0.4499
after global routing: 46.45 / 587 / 2.193 / 0.9321 / 0.4676
final: 46.45 / 587 / 2.431 / 0.8886 / 0.4438
after detailed placement: 44.82 / 572 / 2.102 / 0.5506 / 0.4397
after global placement: 44.82 / 572 / 2.181 / 0.5499 / 0.4375
==> worst reg2reg max path, delay by kind of cell, from the launching register on <==
kind / cells / cell delay (ns)
AOI/OAI and AO/OA: 2 / 0.37
DFF: 1 / 0.49
and+or+nand+nor: 4 / 1.78
No activity file was given, so power comes from the tool's default toggle rates.
