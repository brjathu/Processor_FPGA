==> flow/design.v <==
`timescale 1ns / 1ps
module async_transmitter(
	input clk,
	input TxD_start,
	input [7:0] TxD_data,
	output TxD,
	output TxD_busy
);
parameter ClkFrequency = 10000000;	 
parameter Baud = 115200;
wire BitTick;
BaudTickGen #(ClkFrequency, Baud) tickgen(.clk(clk), .enable(TxD_busy), .tick(BitTick));
reg [3:0] TxD_state = 0;
wire TxD_ready = (TxD_state==0);
assign TxD_busy = ~TxD_ready;
reg [7:0] TxD_shift = 0;
always @(posedge clk)
begin
	if(TxD_ready & TxD_start)
		TxD_shift <= TxD_data;
	else
	if(TxD_state[3] & BitTick)
		TxD_shift <= (TxD_shift >> 1);
	case(TxD_state)
		4'b0000: if(TxD_start) TxD_state <= 4'b0100;
		4'b0100: if(BitTick) TxD_state <= 4'b1000;   
		4'b1000: if(BitTick) TxD_state <= 4'b1001;   
		4'b1001: if(BitTick) TxD_state <= 4'b1010;   
		4'b1010: if(BitTick) TxD_state <= 4'b1011;   
		4'b1011: if(BitTick) TxD_state <= 4'b1100;   
		4'b1100: if(BitTick) TxD_state <= 4'b1101;   
		4'b1101: if(BitTick) TxD_state <= 4'b1110;   
		4'b1110: if(BitTick) TxD_state <= 4'b1111;   
		4'b1111: if(BitTick) TxD_state <= 4'b0010;   
		4'b0010: if(BitTick) TxD_state <= 4'b0011;   
		4'b0011: if(BitTick) TxD_state <= 4'b0000;   
		default: if(BitTick) TxD_state <= 4'b0000;
	endcase
end
assign TxD = (TxD_state<4) | (TxD_state[3] & TxD_shift[0]);   
endmodule
module async_receiver(
	input clk,
	input RxD,
	output reg RxD_data_ready = 0,
	output reg [7:0] RxD_data = 0,   
	output RxD_idle,   
	output reg RxD_endofpacket = 0   
);
parameter ClkFrequency = 10000000;  
parameter Baud = 115200;
parameter Oversampling = 16;   
reg [3:0] RxD_state = 0;
reg [3:0] ready_counter = 0;
wire OversamplingTick;
BaudTickGen #(ClkFrequency, Baud, Oversampling) tickgen(.clk(clk), .enable(1'b1), .tick(OversamplingTick));
reg [1:0] RxD_sync = 2'b11;
always @(posedge clk) if(OversamplingTick) RxD_sync <= {RxD_sync[0], RxD};
reg [1:0] Filter_cnt = 2'b11;
reg RxD_bit = 1'b1;
always @(posedge clk)
if(OversamplingTick)
begin
	if(RxD_sync[1]==1'b1 && Filter_cnt!=2'b11) Filter_cnt <= Filter_cnt + 1'd1;
	else 
	if(RxD_sync[1]==1'b0 && Filter_cnt!=2'b00) Filter_cnt <= Filter_cnt - 1'd1;
	if(Filter_cnt==2'b11) RxD_bit <= 1'b1;
	else
	if(Filter_cnt==2'b00) RxD_bit <= 1'b0;
end
function integer log2(input integer v); begin log2=0; while(v>>log2) log2=log2+1; end endfunction
localparam l2o = log2(Oversampling);
reg [l2o-2:0] OversamplingCnt = 0;
always @(posedge clk) if(OversamplingTick) OversamplingCnt <= (RxD_state==0) ? 1'd0 : OversamplingCnt + 1'd1;
wire sampleNow = OversamplingTick && (OversamplingCnt==Oversampling/2-1);
always @(posedge clk)
case(RxD_state)
	4'b0000: if(~RxD_bit) RxD_state <=  4'b0001 ;   
	4'b0001: if(sampleNow) RxD_state <= 4'b1000;   
	4'b1000: if(sampleNow) RxD_state <= 4'b1001;   
	4'b1001: if(sampleNow) RxD_state <= 4'b1010;   
	4'b1010: if(sampleNow) RxD_state <= 4'b1011;   
	4'b1011: if(sampleNow) RxD_state <= 4'b1100;   
	4'b1100: if(sampleNow) RxD_state <= 4'b1101;   
	4'b1101: if(sampleNow) RxD_state <= 4'b1110;   
	4'b1110: if(sampleNow) RxD_state <= 4'b1111;   
	4'b1111: if(sampleNow) RxD_state <= 4'b0010;   
	4'b0010: if(sampleNow) RxD_state <= 4'b0000;   
	default: RxD_state <= 4'b0000;
endcase
always @(posedge clk)
if(sampleNow && RxD_state[3]) RxD_data <= {RxD_bit, RxD_data[7:1]};
always @(posedge clk)
begin
	if(RxD_data_ready == 0) begin
		RxD_data_ready <= (sampleNow && RxD_state==4'b0010 && RxD_bit);   
	end
	else if(RxD_data_ready==1 && ready_counter!= 5) begin
		ready_counter <= ready_counter + 1;
	end
	else begin
		RxD_data_ready <= (sampleNow && RxD_state==4'b0010 && RxD_bit); 
		ready_counter <= 0;
	end
end
reg [l2o+1:0] GapCnt = 0;
always @(posedge clk) if (RxD_state!=0) GapCnt<=0; else if(OversamplingTick & ~GapCnt[log2(Oversampling)+1]) GapCnt <= GapCnt + 1'h1;
assign RxD_idle = GapCnt[l2o+1];
always @(posedge clk) RxD_endofpacket <= OversamplingTick & ~GapCnt[l2o+1] & &GapCnt[l2o:0];
endmodule
module BaudTickGen(
	input clk, enable,
	output tick   
);
parameter ClkFrequency = 25000000;
parameter Baud = 115200;
parameter Oversampling = 1;
function integer log2(input integer v); begin log2=0; while(v>>log2) log2=log2+1; end endfunction
localparam AccWidth = log2(ClkFrequency/Baud)+8;   
reg [AccWidth:0] Acc = 0;
localparam ShiftLimiter = log2(Baud*Oversampling >> (31-AccWidth));   
localparam Inc = ((Baud*Oversampling << (AccWidth-ShiftLimiter))+(ClkFrequency>>(ShiftLimiter+1)))/(ClkFrequency>>ShiftLimiter);
always @(posedge clk) if(enable) Acc <= Acc[AccWidth-1:0] + Inc[AccWidth:0]; else Acc <= Inc[AccWidth:0];
assign tick = Acc[AccWidth];
endmodule
`timescale 1ns / 1ps
module io_module(
	clk_100,
	rx,
	tx,
	data_in_io,
	data_out_io,
	addr_io,
	we_io,
	ctrl_io_receive,
	ctrl_io_send,
	led_rx,
	led_tx,
	ready,
	state,
	send
    );
	input clk_100,rx;
	input ctrl_io_receive;
	input ctrl_io_send;
	input [15:0] data_in_io;
	output reg [15:0] addr_io;
	output reg [15:0] data_out_io;
	output tx;
	output reg we_io;
	output wire led_rx;
	output wire led_tx;
	output reg send;
	output wire ready;
	wire busy;
	reg [7:0] data_in;
	wire [7:0] data_out;
	output reg [5:0] state;
	reg [15:0] auto_send;
	wire RxD_idle;
	parameter start_image_loc=36864-1;
	parameter end_image_loc = 53247;
	initial begin
		addr_io 		<= 0;
		data_out_io <= 0;
		we_io 		<= 0;
		data_in 		<= 0;
		send 			<= 0;
		state 		<= 0;
		auto_send   <= 0;
	end
	async_receiver uutrx (
		.clk(clk_100), 
		.RxD(rx), 
		.RxD_data_ready(ready), 
		.RxD_data(data_out), 
		.RxD_idle(RxD_idle)
	);
	async_transmitter uuttx (
		.clk(clk_100), 
		.TxD_start(send), 
		.TxD_data(data_in), 
		.TxD(tx), 
		.TxD_busy(busy)
	);
	assign led_tx = busy;
	assign led_rx = ~RxD_idle;
	always@(posedge clk_100) begin
		if(ctrl_io_receive == 1 && ctrl_io_send == 0) begin
			if(ready==1 && state == 0) begin
				data_out_io[15:8] 	<= data_out;
				state 		<= 1;
			end
			else if(ready== 0 && state == 1) begin
				state 		<= 2;
			end
			else if(ready == 1 && state == 2) begin
				data_out_io[7:0] 	<= data_out;
				state 			<= 5;
			end
			else if(ready== 1 && state == 5) begin
				we_io 			<= 1;
				addr_io 			<= addr_io + 1;
				state 			<= 6;
			end
			else if(ready== 1 && state == 6) begin
				state 			<= 7;
			end
			else if(ready== 0 && state == 7) begin
				we_io				<= 0;
				state 			<= 0;
			end
		end
		if(ctrl_io_receive == 0 && ctrl_io_send == 1) begin
			if(auto_send < 1000 ) begin
				auto_send 		<= auto_send + 1;
				state 			<= 0;
				addr_io 			<= end_image_loc;
			end
			else begin
				if(addr_io != start_image_loc) begin
					if(state== 0 && busy == 0) begin
						data_in 	<= data_in_io[7:0];							
						state 	<= 1;				
					end
					else if(state== 1  && busy == 0 ) begin
						state 	<= 2;
					end
					else if(state== 2  && busy == 0) begin
						send 		<= 1;
						state 	<= 3;
					end
					else if(state== 3 && busy == 1) begin
						state 	<= 4;
					end
					else if(state== 4  && busy == 1) begin
						send 		<= 0;
						addr_io 	<= addr_io - 1;
						state 	<= 0;
					end
				end
			end
		end
	end
endmodule
==> flow/run.sh <==
#!/bin/bash
# OpenROAD 26Q1-2900-gdf79404cd8, Yosys 0.63+post, stock flow scripts
make -C /OpenROAD-flow-scripts/flow DESIGN_CONFIG=/design/flow/config.mk WORK_HOME=/design/flow/orfs finish
==> flow/config.mk <==
export PLATFORM = sky130hd
export DESIGN_NAME = io_module
export DESIGN_NICKNAME = io_module
export VERILOG_FILES = /design/flow/design.v
export SDC_FILE = /design/flow/constraint.sdc
export NUM_CORES = 4
export LEC_CHECK = 1
export CORE_UTILIZATION = 30
==> flow/constraint.sdc <==
current_design io_module

set clk_period 5.0
set clk_io_pct 0.2

create_clock -name clk0 -period $clk_period [get_ports {clk_100}]

set non_clock_inputs [all_inputs -no_clocks]
set_input_delay [expr $clk_period * $clk_io_pct] -clock clk0 $non_clock_inputs
set_output_delay [expr $clk_period * $clk_io_pct] -clock clk0 [all_outputs]
==> qor.log <==
qor: outcome.status finished clean
qor: worst_setup_path.regToRegSetupSlack 2.42 ns
qor: sta.setup_tns 0 ns
qor: clocking.clock_tree_from_tritoncts built
qor: worst_setup_path.cp-endpoint led_tx
qor: clocking.cts_hold_buf 0
qor: clocking.cts-buffers-inserted 17
qor: sta.period_utilization_post_route 0.6428
qor: sta.fmax 311.1 MHz
qor: global_routing.grt_pass1_wl 19900 um
qor: routing.drc_markers 0
qor: sta.timing.max_slew.rel_slack 0.5224
qor: yosys.flop_cell edfxtp_1
qor: sta.worst_clock_skew 0.009733 ns
qor: yosys.synth_dominant_cell_count edfxtp_1
qor: die.floorplan.rows 53
qor: routing.final_antenna_net_count 0
qor: placed_design.buffer_ports.inserted 55
qor: sta.timing.final.setup_violations 0
qor: routing.number_of_diodes_added_for_antenna_fixing 0
qor: worst_setup_path.worst-endpoint-required 4.00 ns
qor: power_and_ir_drop.cellPowerDensity 367.4 nW/um2
qor: yosys.yosysCellCount 589
qor: yosys.yosys.stat.seqShare 0.5556
qor: sta.grt_setup_unrepaired no
qor: die.design.core.area 20960 um2
qor: worst_setup_path.r2r_start addr_io[0]
qor: worst_setup_path.critical_path.max_fanout 16
qor: yosys.yosys_warning_count 5
qor: die.fp.dieArea 21910 um2
qor: die.die.size.y 148.0 um
qor: sta.fin_crit 3.214 ns
qor: hold_path.worstHoldPathType register to register
qor: placed_design.routabilityCongestion 0.8273
qor: clocking.post_cts_setup_bufs 0
qor: routing.post_drt_wl_per_cell 12.83 um
qor: routing.firstDrtPassIters 4
qor: cells_and_area.seq_area 3553 um2
qor: clocking.worst_skew_pair.late_latency 0.42 ns
qor: die.number_of_top_level_pins 64
qor: power_and_ir_drop.leakage_dissipation 2.690 nW
qor: global_routing.grt_antenna_before_repair 0
qor: sta.timing_worst_slew_pin_value 0.7099 ns
qor: worst_setup_path.crit_path_start_kind register
qor: routing.totalWireLength 11920 um
qor: yosys.synth.top_cell.area_share 0.3709
qor: clocking.cts_resized 0
qor: global_routing.grt_usage 0.1161
qor: die.die_w 148.0 um
qor: cells_and_area.fillers 2042
qor: sta.final_hold_viol_count 0
qor: sta.timing.hold.ws 0.4030 ns
qor: cells_and_area.post_route_cells_drive_above_1_share 0.09174
qor: placed_design.placed_cell_area 7214 um2
qor: cells_and_area.layout_stage_area_growth_over_the_synthesis_result 21.97%
qor: yosys.ys_types 70
qor: worst_setup_path.end_kind output port
qor: yosys.synth-area-yosys 6396 um2
qor: clocking.cts_num_sinks 138
qor: worst_setup_path.worstSetupPathType register to output port
qor: worst_setup_path.ff2ff_path_depth 6
qor: worst_setup_path.worst_r2r_endpoint addr_io[9]
qor: yosys.common_cells edfxtp_1 (79), dfxtp_1 (59), nand2_1 (52), nor2_1 (51)
qor: routing.drt-initial-drc-count 217
qor: yosys.top_area_cell edfxtp_1
qor: yosys.yosys_register_bits 138
qor: die.core_util_floorplan 0.3052
qor: cells_and_area.combGateArea 2643 um2
qor: yosys.gate_count_post_synth 589
qor: routing.via_per_inst 4.853
qor: global_routing.globalRouteOverflowTotal 0
qor: clocking.ctsLongestPathBuffers 2
qor: global_routing.first_global_vias 3997
qor: flow_run.warnings 36
qor: yosys.edf_count 79
qor: worst_setup_path.worst_setup_path_startpoint uuttx.TxD_state[3]
qor: yosys.async_flop_share 0
qor: placed_design.half_perimeter_wire_length_after_detailed_placement 8004 um
qor: flow_run.maxCapViolCount 0
qor: worst_setup_path.cp_data_arrival_time 2.21 ns
qor: clocking.cts-htree-levels 4
qor: sta.maxSlewViolCount 0
qor: power_and_ir_drop.vdd_ir_drop_max 0.2366 mV
qor: cells_and_area.finish.instance_area 7801 um2
qor: yosys.synth.area.top_cells edfxtp_1 (37%), dfxtp_1 (18%), xnor2_1 (3.7%)
qor: yosys.synth.avg_cell_area 10.86 um2
qor: global_routing.grt_start_max_net_pins 21
qor: clocking.clkTransAtPathRegs 0.06 ns
qor: routing.via_count 4508
qor: clocking.cts-root-buf clkbuf_16
qor: yosys.synthesis.area 6396 um2
-- state kept, by name, summed over array words and instances (netlist names) --
register / flops
addr_io: 16
auto_send: 16
data_out_io: 16
uuttx.tickgen.Acc: 16
uutrx.tickgen.Acc: 13
data_in: 8
uutrx.RxD_data: 8
uuttx.TxD_shift: 8
uutrx.GapCnt: 7
state: 6
uutrx.OversamplingCnt: 4
uutrx.RxD_state: 4
uutrx.ready_counter: 4
uuttx.TxD_state: 4
uutrx.Filter_cnt: 2
uutrx.RxD_sync: 2
send: 1
uutrx.RxD_bit: 1
uutrx.RxD_data_ready: 1
we_io: 1
-- layout make-up --
cell class                 instances  share of cell area
sequential                       138              0.4555
clock buffer                      19             0.05950
clock inverter                    13             0.01572
timing repair buffer              60             0.07538
tap                              275             0.04411
inverter                          23             0.01107
multi-input combinational        401              0.3387
-- stage by stage --
step	util	setup WS (ns)	instances	power (mW)
final	0.3723	1.786	929	2.866
after global routing	0.3723	1.629	929	2.998
after CTS	0.3723	1.741	929	2.894
after detailed placement	0.3443	1.594	897	1.667
after global placement	0.3443	1.606	897	1.664
after floorplan	-	2.087	589	1.569
-- per-layer routing --
metal,routed length [um],share of wire,vias to the layer above,track usage
met4,88,0.0074,0,0.01753
met3,430,0.036,5,0.02236
met5,0,0,-,0
li1,-,-,2279,-
met2,5474,0.46,74,0.1721
met1,5926,0.50,2150,0.1861
-- critical path, stage by stage, from the launching register on --
cell             delay (ns)
edfxtp_1               0.56
nor4_2                 0.26
buf_4                  0.26
inv_1                  0.23
clkdlybuf4s50_1        0.49
-- placed cells by master (no fill, tap or decap), types with 17 or more instances in the layout --
cell type        netlist  final
edfxtp_1              79     79
clkdlybuf4s50_1        0     55
xor2_1                21     21
dfxtp_1               59     59
o21ai_0               27     27
nor3_1                17     17
xnor2_1               27     27
clkbuf_16              0     18
inv_1                 23     23
nand2_1               52     52
nor2_1                51     51
nand4_1               17     17
-- logic make-up after synthesis --
group	synth area share
simple gates	0.1925
compound gates	0.1137
mux	0.01878
buf+inv	0.03228
fa+ha+maj	0.02152
xor+xnor	0.06573
flops	0.5556
-- power by group --
part	total, mW	switching (mW)	leakage (nW)	internal, mW
Sequential	1.37	0.107	1.19	1.26
Clock	1.22	0.520	0.289	0.700
Combinational	0.277	0.123	1.21	0.154
Total	2.87	0.750	2.69	2.12
-- how the worst min path moves through the flow --
stage	startpoint	end	slack, ns	cells after the start
CTS	uutrx.tickgen.Acc[3]	uutrx.tickgen.Acc[3]	0.40	1
global route	uutrx.tickgen.Acc[3]	uutrx.tickgen.Acc[3]	0.41	1
finish	uutrx.tickgen.Acc[3]	uutrx.tickgen.Acc[3]	0.40	1
Power is estimated from default activity; no workload was simulated.
